==> flow/design.v <==
module light1 (clk, rst, outN, outS, outE, outW, sensor_light, general_sensors, debug_port);
input clk, rst;
output [29:0]debug_port;
output [2:0]outN;  
output [2:0]outS;  
output [2:0]outE;  
output [2:0]outW;  
input [7:0] sensor_light; 
input [29:0] general_sensors;  
parameter Stop = 3'b000,
	  Forward_only = 3'b001,
	  Left_only = 3'b010,
	  Right_only = 3'b011,
	  Go = 3'b100;
reg [7:0] count;
reg [2:0]outN;
reg [2:0]outS;
reg [2:0]outE;
reg [2:0]outW;
assign debug_port = count;
always @(posedge clk or negedge rst)
begin
	if (rst == 1'b0)
	begin
		count <= 8'd0;
		outN <= Go;
		outS <= Stop;
		outE <= Stop;
		outW <= Stop;
	end
	else
	begin
		count <= count + 1'b1;
		case (count)
			8'd0 :
			begin
				outN <= Stop;
				outE <= Go;
			end
			8'd64:
			begin
				outE <= Stop;
				outS <= Go;
			end
			8'd128:
			begin
				outS <= Stop;
				outW <= Go;
			end
			8'd192:
			begin
				outW <= Stop;
				outN <= Go;
			end
		endcase
	end
end
endmodule
==> flow/run.sh <==
#!/bin/bash
# OpenROAD 26Q1-2900-gdf79404cd8, Yosys 0.63+post, stock flow scripts
make -C /OpenROAD-flow-scripts/flow DESIGN_CONFIG=/design/flow/config.mk WORK_HOME=/design/flow/orfs finish
==> flow/config.mk <==
export PLATFORM = sky130hd
export DESIGN_NAME = light1
export DESIGN_NICKNAME = light1
export VERILOG_FILES = /design/flow/design.v
export SDC_FILE = /design/flow/constraint.sdc
export NUM_CORES = 4
export LEC_CHECK = 1
export CORE_AREA = 10 10 79 79
export DIE_AREA = 0 0 89 89
==> flow/constraint.sdc <==
current_design light1

set clk_period 2.0
set clk_io_pct 0.2

create_clock -name clk0 -period $clk_period [get_ports {clk}]

set non_clock_inputs [all_inputs -no_clocks]
set_input_delay [expr $clk_period * $clk_io_pct] -clock clk0 $non_clock_inputs
set_output_delay [expr $clk_period * $clk_io_pct] -clock clk0 [all_outputs]
==> summary.txt <==
Setup TNS Final: 0 ps
Core Area: 4660 um2
GR met1 Demand/Resource: 4.28%
Slowest-stage cell, CP: clkdlybuf4s50_1
WHS Path Cells: 1
PortBufs: 13
grt peak-use layer: met2
Hold Path Sink: outS[2]$_DFFE_PN0P_
CTS Buf Count: 3
worst r2r path cells: 5
vias per cell: 3.18
dpl cell area: 837 um2
filler cell count: 524
gp weighted congestion: 0.771
cell total in the yosys stat output: 80
I/O pin total: 82
status: finished, final reports clean
WL per Instance: 10.2 um
CTS tree: built
Post-Synthesis Cells: 80
area share, top type: 36.0%
CTS max path bufs: 2
worst setup path start: count[6]$_DFF_PN0_
sw frac: 18.7%
Top Family by Delay on Critical Path: buffers and inverters
gr usage total: 3.52%
Net Sw Power: 0.0883 mW
Synth area leader: dfrtp_1
clock skew: 6.17 ps
CP max stage delay: 530 ps
Leakage: 0.417 nW
Synth Area per Inst: 9.56 um2
Rows: 25
Final min period: 1680 ps
drt drc: 0
top cells, area: dfrtp_1 (36%), buf_4 (29%), dfstp_2 (3.4%)
max_slew headroom: 65.7%
Resize count post-CTS: 0
final setup fails: 0
Max Clk Rate: 0.594 GHz
Total Routed Length: 1510 um
synthesized flop and latch total: 12
clock-pin slew on the worst setup and hold paths: 50 ps
Comb gate area: 319 um2
Worst Tran Pin Value: 513 ps
buffers and inverters on the worst path: 1
sequential share of power: 51.4%
FFs w/ async S/R, synth: 100%
yosys stat chip area: 764 um2
max-cap violation count: 0
first-pass GRT wire length: 2320 um
number of enable flip-flop cells: 0
Internal: 0.385 mW
initial antenna violation count: 0
OpenROAD warnings: 64
CTS Root Cell: clkbuf_8
Inserted Diodes: 0
Die Size: 7920 um2
DP Wirelength: 1240 um
drt pass-1 iters: 4
period utilisation layout: 84.1%
met2 usage: 6.18%
crit path DAT: 1280 ps
H-tree Lvls: 1
worst-path cell chain: clkdlybuf4s50_1
FF-to-FF Start: count[0]$_DFF_PN0_
required time of the critical path: 1600 ps
largest net degree at the start of global routing: 13
vias: 471
main flop type: dfrtp_1
max-slew violation count: 0
Hold Path Class: reg -> reg
synthesized cell area: 764 um2
Floorplan Utilization: 16.4%
Final ANT Viol Nets: 0
RSZ-0062 raised after global routing: no
Synth Warn #: 1
worst vdd ir: 0.151 mV
Hold-fix buffers, CTS: 0
Area Overhead vs Synth: 15.4%
final hold violations: 0
top cells by count: buf_4 (30), dfrtp_1 (11), inv_1 (5), nand3_1 (5)
CP max FO: 9
postcts setup bufs: 0
TritonCTS Sinks: 12
met3 usage: 0.551%
PwrDens: 536 nW/um2
Remaining Overflow, GRT: 0
CP endpoint kind: output port
Die X: 89 um
initial DRC count: 22
synth unique cells: 20
combinational group share of total power: 2.0%
Hold Crit Start: count[7]$_DFF_PN0_
reg2reg setup slack: 460 ps
share of cells above drive strength 1: 4.26%
sequential area share after synthesis: 39.4%
design area: 882 um2
power share of the clock group: 46.6%
class of the most critical setup path: reg -> out
register area: 302 um2
most common cell in the netlist: buf_4
number of global-route vias before repair: 514
clk latency late pin: 240 ps
R2R Path End: outS[2]$_DFFE_PN0P_
type of origin of the critical path: flip-flop
die y size: 89 um
registers in the layout, summed over array words and instances, names as in the netlist:
| signal | flops |
|---|---|
| count | 8 |
| outE | 1 |
| outN | 1 |
| outS | 1 |
| outW | 1 |
stage by stage:
step	hold slack (ps)	power (mW)	setup WS (ps)	utilization, %	std cells
2_1_floorplan	104	0.289	605	-	109
3_3_place_gp	476	0.259	473	18.0	144
3_5_place_dp	488	0.259	471	18.0	144
4_1_cts	496	0.483	289	18.9	148
5_1_grt	530	0.497	248	18.9	148
6_report	496	0.473	317	18.9	148
routing by layer:
metal / share of wire (%) / up-vias
li1: - / 226
met1: 42 / 225
met2: 50 / 20
met3: 7.4 / 0
met4: 0 / 0
met5: 0 / -
power by group through the flow:
stage | logic, mW | registers (mW) | clock network (mW)
4_1_cts | 0.0119 | 0.243 | 0.228
5_1_grt | 0.0134 | 0.243 | 0.241
6_report | 0.00936 | 0.243 | 0.220
worst max path at each step:
stage                            to  slack (ps)  cells after the start
after CTS             debug_port[6]         290                      1
final                 debug_port[6]         320                      1
after global routing  debug_port[6]         250                      1
area by class of cell:
| class | count | share of cell area, % |
|---|---|---|
| repair buffers | 13 | 14.8 |
| clock buffers | 4 | 5.11 |
| flip-flops and latches | 12 | 34.2 |
| inverters | 5 | 2.13 |
| well taps | 54 | 7.66 |
| multi-input cells | 60 | 36.2 |
placed cells by master (no fill, tap or decap), drive strengths merged, types with 2 or more instances in the layout:
master / count
dfrtp: 11
nand3: 5
a31oi: 2
clkdlybuf4s50: 13
ha: 2
mux2i: 2
a21oi: 2
inv: 5
clkbuf: 4
nand2: 3
xnor2: 3
nor2: 3
conb: 30
xor2: 3
o41ai: 2
cell families (layout without fill, tap and decap cells):
group                      after synthesis  in the layout  synth area share (%)
xor gates and xnor gates                 6              6                  6.88
adders and majority gates                2              2                  3.27
DFF                                     12             12                  39.4
and+or+nand+nor                         14             14                  9.00
other                                    1             30                 0.491
AOI/OAI and AO/OA                        6              6                  5.24
buffers and inverters                   37             22                  33.1
muxes                                    2              2                  2.62
Power figures rest on the tool's default switching activity, not on a simulated workload.
