<file path="flow/run.sh">
#!/bin/bash
# OpenROAD 26Q1-2900-gdf79404cd8, Yosys 0.63+post, stock flow scripts
make -C /OpenROAD-flow-scripts/flow DESIGN_CONFIG=/design/flow/config.mk WORK_HOME=/design/flow/orfs finish
</file>
<file path="flow/config.mk">
export PLATFORM = sky130hd
export DESIGN_NAME = Adder_16
export DESIGN_NICKNAME = Adder_16
export VERILOG_FILES = /design/flow/design.v
export SDC_FILE = /design/flow/constraint.sdc
export NUM_CORES = 4
export LEC_CHECK = 1
export CORE_AREA = 10 10 73 73
export DIE_AREA = 0 0 83 83
</file>
<file path="flow/constraint.sdc">
current_design Adder_16

set clk_period 7.7
set clk_io_pct 0.2

create_clock -name clk0 -period $clk_period

set non_clock_inputs [all_inputs -no_clocks]
set_input_delay [expr $clk_period * $clk_io_pct] -clock clk0 $non_clock_inputs
set_output_delay [expr $clk_period * $clk_io_pct] -clock clk0 [all_outputs]
</file>
<file path="flow/design.v">
module Adder_16(a, b, cin, sum, cout);
	input cin;
	input [15:0]a;
	input [15:0]b;
	output [15:0]sum;
	output cout;
	wire c0, c1, c2, c3, c4, c5, c6, c7, c8, c9, c10, c11, c12, c13, c14;
	assign sum[0] = (a[0] ^ b[0]) ^ cin;
	assign c0 = (a[0] & b[0]) | (a[0] & cin) | (b[0] & cin);
	assign sum[1] = (a[1] ^ b[1]) ^ c0;
	assign c1 = (a[1] & b[1]) | (a[1] & c0) | (b[1] & c0);
	assign sum[2] = (a[2] ^ b[2]) ^ c1;
	assign c2 = (a[2] & b[2]) | (a[2] & c1) | (b[2] & c1);
	assign sum[3] = (a[3] ^ b[3]) ^ c2;
	assign c3 = (a[3] & b[3]) | (a[3] & c2) | (b[3] & c2);
	assign sum[4] = (a[4] ^ b[4]) ^ c3;
	assign c4 = (a[4] & b[4]) | (a[4] & c3) | (b[4] & c3);
	assign sum[5] = (a[5] ^ b[5]) ^ c4;
	assign c5 = (a[5] & b[5]) | (a[5] & c4) | (b[5] & c4);
	assign sum[6] = (a[6] ^ b[6]) ^ c5;
	assign c6 = (a[6] & b[6]) | (a[6] & c5) | (b[6] & c5);
	assign sum[7] = (a[7] ^ b[7]) ^ c6;
	assign c7 = (a[7] & b[7]) | (a[7] & c6) | (b[7] & c6);
	assign sum[8] = (a[8] ^ b[8]) ^ c7;
	assign c8 = (a[8] & b[8]) | (a[8] & c7) | (b[8] & c7);
	assign sum[9] = (a[9] ^ b[9]) ^ c8;
	assign c9 = (a[9] & b[9]) | (a[9] & c8) | (b[9] & c8);
	assign sum[10] = (a[10] ^ b[10]) ^ c9;
	assign c10 = (a[10] & b[10]) | (a[10] & c9) | (b[10] & c9);
	assign sum[11] = (a[11] ^ b[11]) ^ c10;
	assign c11 = (a[11] & b[11]) | (a[11] & c10) | (b[11] & c10);
	assign sum[12] = (a[12] ^ b[12]) ^ c11;
	assign c12 = (a[12] & b[12]) | (a[12] & c11) | (b[12] & c11);
	assign sum[13] = (a[13] ^ b[13]) ^ c12;
	assign c13 = (a[13] & b[13]) | (a[13] & c12) | (b[13] & c12);
	assign sum[14] = (a[14] ^ b[14]) ^ c13;
	assign c14 = (a[14] & b[14]) | (a[14] & c13) | (b[14] & c13);
	assign sum[15] = (a[15] ^ b[15]) ^ c14;
	assign cout = (a[15] & b[15]) | (a[15] & c14) | (b[15] & c14);
endmodule
</file>
==> flow_metrics.tcl <==
# flow metrics
set metrics [dict create \
    status "finished, violations left" \
    violations "negative setup slack" \
    drt-pass1-iter-count 2 \
    synth.avg_cell_area_um2 13.76 \
    grt_use_total 0.04697 \
    yosysWarnings 0 \
    yosysMostFrequentCell "fa_1" \
    crit_fanout 1 \
    postSynthSeqShare 0 \
    io_buffers 50 \
    grt_pass1_vias 520 \
    syn-cell-area_um2 357.8 \
    grt_pass1_wl_um 2704 \
    die_area_mm2 0.006889 \
    finalWorstSetupSlack_ps -1178 \
    seq_area_um2 0 \
    fin_crit_ps 8878 \
    insertedDiodeCount 0 \
    rows 22 \
    hp-class "in -> out" \
    largest_area_cell "fa_1" \
    coreArea_mm2 0.003744 \
    logic_area_um2 357.8 \
    fp.dieW_um 83 \
    rsz0062_at_grt "true" \
    hold_viol_final 0 \
    drt_wl_total_um 1618 \
    detail-route-antenna-nets 0 \
    slew_viol_final 0 \
    cts_setup_buffers 0 \
    tightest_slew_ps 119.0 \
    top_cells_by_count "16 x fa_1, 10 x inv_1" \
    power_uw 67.79 \
    critPathCaptureType "primary output" \
    crit_required_ps 6160 \
    placed_cells 124 \
    stdcell_area_um2 958.4 \
    fp_util 0.09559 \
    ctsHoldBuffers 0 \
    grt_overflow 0 \
    avgRoutedWirePerCell_um 13.05 \
    pin_count 50 \
    drt_iter0_markers 5 \
    whs_ps 3835 \
    internal-power_uw 47.74 \
    path_class "in -> out" \
    p_seq_frac 0 \
    hpwl_um 1627 \
    peakVddDrop_mv 0.02298 \
    synthCells 26 \
    max_freq_mhz 112.6 \
    top_cell_area_share 0.8951 \
    stdcell_count 124 \
    ys_cells 26 \
    fillers 397 \
    gp_congestion 0.8974 \
    grt_max_degree 2 \
    nFlopsAndLatches 0 \
    p_comb_frac 1.000 \
    routed_via_density 3.194 \
    swShare 0.2957 \
    nClkBuffers 0 \
    drv_cap 0 \
    startpoint_type "primary input" \
    ys_chip_area_um2 357.8 \
    drive_above_1_share 0.3684 \
    p_per_area_mw_per_mm2 70.73 \
    antenna_found_initial 0 \
    fin_crit_sh 1.153 \
    synth_cell_type_count 2 \
    postPlaceCellArea_um2 973.4 \
    setup_viol 5 \
    power_switching_uw 20.04 \
    leakagePower_uw 0.0003663 \
    cp.arrival_ps 7340 \
    slew_headroom 0.9204 \
    area_growth_pct 167.8 \
    dieHeight_um 83 \
    drc_errors 0 \
    p_clk_frac 0 \
    dr_total_vias 396 \
    area_leaders "fa_1 90%, inv_1 10%" \
    warnings 35 \
]
-- path summary, 6_finish.rpt --
check	start	to	slack [ps]	cells past startpoint
worst max-delay path	a[0]	sum[15]	-1180	22
worst min-delay path	cin	sum[0]	3830	5
-- routing by layer --
metal | global-route usage | vias to the layer above | part of all wire
met5 | 0 | - | 0
met4 | 0 | 0 | 0
met3 | 0.04528 | 0 | 0.25
met2 | 0.04888 | 50 | 0.30
met1 | 0.06839 | 178 | 0.45
li1 | - | 168 | -
-- placed cells by master, fill, tap and decap left out --
master            n
inv_2             2
buf_2             5
clkdlybuf4s50_1  38
inv_1             5
buf_6             2
inv_12            1
dlygate4sd2_1     4
buf_12            1
clkinv_4          1
fa_2             15
inv_4             1
fa_1              1
-- kinds of logic after synthesis --
logic type,synth area share
buffers and inverters,0.1049
adders and majority gates,0.8951
-- power groups by stage --
stage	Combinational, µW	Clock [µW]	Sequential [µW]
6_report	67.8	0	0
5_1_grt	78.7	0	0
4_1_cts	72.1	0	0
-- metrics by stage --
step           setup WS [ps]  TNS, ps  utilization
2_1_floorplan         -865.7    -2226            -
3_3_place_gp           -2096    -9412       0.2600
3_5_place_dp           -2118    -9487       0.2600
4_1_cts                -1609    -5848       0.2553
5_1_grt                -1367    -4611       0.2560
6_report               -1178    -3731       0.2560
-- timing repair --
item / CTS / global route
resized: 39 / 2
pin swaps: 16 / 16
endpoints found under the setup margin: 8 / 7
-- critical path, cell delays in order --
cell and delay [ps]:
buf_12 110, inv_12 40, fa_2 170, inv_2 40, fa_2 340, fa_2 370
fa_2 350, fa_2 340, fa_2 340, fa_2 340, fa_2 340, fa_2 340
fa_2 340, fa_2 340, fa_2 340, fa_2 340, fa_2 340, fa_2 340
inv_2 60, fa_1 400, inv_1 60, buf_2 80
-- final cells by class --
class	instances	share of cell area
inverter	10	0.06005
tap	48	0.06266
multi-input combinational	16	0.3734
timing repair buffer	50	0.5039
No activity file was given, so power comes from the tool's default toggle rates.
