$ cat run.sh
#!/bin/bash
# OpenROAD 26Q1-2900-gdf79404cd8, Yosys 0.63+post, stock flow scripts
make -C /OpenROAD-flow-scripts/flow DESIGN_CONFIG=/design/flow/config.mk WORK_HOME=/design/flow/orfs finish
$ cat config.mk
export PLATFORM = sky130hd
export DESIGN_NAME = SevenSeg
export DESIGN_NICKNAME = SevenSeg
export VERILOG_FILES = /design/flow/design.v
export SDC_FILE = /design/flow/constraint.sdc
export NUM_CORES = 4
export LEC_CHECK = 1
export CORE_AREA = 10 10 70 70
export DIE_AREA = 0 0 80 80
$ cat constraint.sdc
current_design SevenSeg

set clk_period 1.0
set clk_io_pct 0.2

create_clock -name clk0 -period $clk_period

set non_clock_inputs [all_inputs -no_clocks]
set_input_delay [expr $clk_period * $clk_io_pct] -clock clk0 $non_clock_inputs
set_output_delay [expr $clk_period * $clk_io_pct] -clock clk0 [all_outputs]
$ cat design.v
module SevenSeg (char, a, b, c, d, e, f, g);
input [3:0]char;
wire [3:0]i;
output a;
output b;
output c;
output d;
output e;
output f;
output g;
assign i[0] = char[3];
assign i[1] = char[2];
assign i[2] = char[1];
assign i[3] = char[0];
assign a = ~((~i[1]&~i[3])|(~i[0]&i[2])|(i[1]&i[2])|(i[1]&i[3]&~i[0])|(i[0]&~i[1]&~i[2]));
assign b = ~((~i[1]&~i[3])|(~i[0]&~i[1])|(i[0]&i[3]&~i[2])|(i[2]&i[3]&~i[0])|(~i[0]&~i[2]&~i[3]));
assign c = ~((i[3]&~i[2])|(i[0]&~i[1])|(i[1]&~i[0])|(i[3]&~i[0])|(~i[0]&~i[2]));
assign d = ~((i[0]&~i[2])|(i[1]&i[3]&~i[2])|(i[2]&i[3]&~i[1])|(i[0]&i[1]&~i[3])|(i[2]&~i[0]&~i[3])|(~i[0]&~i[1]&~i[3]));
assign e = ~((i[0]&i[1])|(i[2]&~i[3])|(i[0]&i[2])|(~i[1]&~i[3]));
assign f = ~((i[1]&~i[0])|(i[1]&i[2])|(i[0]&~i[1])|(~i[0]&~i[3]&~i[2]));
assign g = ~(i[0]|(~i[3]&i[2])|(~i[1]&i[2])|(i[1]&~i[2]));
endmodule
==> notes.md <==
flow finished, numbers: OpenROAD warning count=34, die width=approximately 80 um, Max Cap Viol=0, Routed Antenna Nets=0, Initial DRC Count=33, VDD IR-drop max=~0.052 mV, failing checks=negative setup slack, CP arrival=between 1 and 1.5 ns, cells in synth_stat.txt=30, post-layout min period=between 1 and 1.5 ns, Hold Crit Class=in -> out, Crit Path Category=in -> out, cycle use final=126%, clock buffers=0, flip-flops=0, final hold vios=0, Pwr Total=0.000176 W, outcome=complete, but fails checks, residual DRC count=0, Core Area=0.00342 mm^2, Power Dens Cells=roughly 370 mW/mm^2, Final Max Tran Viols=0, leakage power=between 0.2 and 0.25 nW, Worst-Margin Slew=0.183 ns, Area Growth Syn to Fin=144%, most frequent logic cell in the layout=buf_4, vias=289, WL per Instance=roughly 8.6 um, vias in the first global route=between 200 and 250, initial antenna violation count=0, CP endpoint kind=output pin, # port buffers=11, Die Y=~80 um, pre-CTS WS=-0.994 ns, CTS hold repair buffers=0, Reg area=0 um^2, RSZ-0062 raised after global routing=true, GRT Residual Overflow=0, Syn. warnings=0, io pins=11, largest net degree at the start of global routing=11, Slew headroom=between 80% and 90%, FMAX=just under 800 MHz, final setup violation count=6, Synth Seq Share=0%, Post-Syn Instances=30, setup ws final=-0.263 ns, CP Max Fanout=4, Global Route Usage Sum=around 2.4%, Chip Area=~0.0064 mm^2, share of cells above drive strength 1=around 80%, most frequent cells in the layout=10 x buf_4, 6 x buf_2, 5 x buf_6, Avg Inst Size Synth=between 6 and 7 um^2, synth unique cells=18, FP Util=between 5 and 6%, ant diodes=0, vias per cell=approximately 3, Setup crit start kind=input port, CP required=~0.80 ns, Row Count=21, Chip Area, Yosys=slightly below 200 um^2, TritonRoute pass-1 iters=4, first-pass GRT wire length=approximately 1.3 mm, synthesized area=roughly 200 um^2, Routed WL=836 um, routability cong.=0.596
==> critical path, cell delays in order <==
cell and delay [ns]:
buf_8 0.10, or2_4 0.24, or2_1 0.22, buf_4 0.14, nand3_2 0.06, buf_2 0.09
==> path summary, 6_finish.rpt <==
check               start  to  slack [ns]  depth (start not counted)
setup / recovery  char[2]   a       -0.26                          6
hold / removal    char[2]   b        0.71                          4
==> cell usage after synthesis <==
master	instances	area, um^2
nand3b_1	1	7.51
nor2_4	1	11.3
nand4b_1	1	8.76
nand2_1	3	11.3
a21oi_1	1	5.00
buf_2	1	5.00
buf_6	3	33.8
nor2_1	2	7.51
nand2b_2	1	8.76
or3b_1	1	8.76
nand3_1	6	30.0
nor2b_1	1	6.26
a22o_2	1	10.0
nor4b_1	1	8.76
a31oi_1	1	6.26
or2_1	2	12.5
o21ai_0	2	10.0
o22ai_1	1	6.26
==> per-stage QoR <==
step                      instance area [um^2]  setup TNS (ns)  util [%]  hold WS [ns]  cells
after floorplan                            198               0         -         0.529     30
final                                      482           -1.06      14.1         0.709     97
after CTS                                  423          -0.907      12.4         0.718     93
after global routing                       482           -1.38      14.1         0.747     97
after detailed placement                   387           -6.45      11.3          1.46     91
after global placement                     387           -6.51      11.3          1.47     91
==> per-layer routing <==
layer / up-vias / wire [um] / track usage, %
met2: 6 / 372 / 3.85
met4: 0 / 0 / 0
met5: - / 0 / 0
met1: 130 / 433 / 3.49
met3: 0 / 30 / 0.341
li1: 153 / - / -
==> final cells by class <==
type / instances / area (um^2)
fill: 392 / 2930
multi-input combinational: 26 / 213
timing repair buffer: 25 / 211
tap: 46 / 57.6
==> what timing repair did <==
item / 4_1_cts / 5_1_grt
resized: 57 / 11
buffers inserted: 2 / 4
pin swaps: 6 / 7
endpoints found under the setup margin: 7 / 7
==> cells by family (layout without fill, tap and decap cells) <==
group                  after synthesis  count (layout)  synth area share, %
AOI/OAI and AO/OA                    6               6                 19.0
buffers and inverters                4              25                 19.6
and+or+nand+nor                     20              20                 61.4
==> where the power goes <==
group	internal [W]	leakage [nW]	switching, W
clock	0	0	0
combinational	0.000107	0.211	0.0000691
sequential	0	0	0
Power and IR drop assume default switching activity.
